==> /design/flow/design.v <==
`timescale 1ns / 1ps
module ALU_1(
    input A,
    input B,
    input carry_in,
    input [3:0]ALU_op,
    output result,
    output carry_out
    );
wire mux1out, mux2out, and_out, or_out, add_out;
assign mux1out = (ALU_op[3] == 0) ? A : ~ A; 
assign mux2out = (ALU_op[2] == 0) ? B : ~B;
assign and_out = mux1out & mux2out;
assign or_out = mux1out | mux2out;
assign add_out = mux1out + mux2out + carry_in;
assign carry_out = (mux1out & carry_in) | (mux2out & carry_in) | (mux1out & mux2out);
assign result = (ALU_op[1] == 0) ? 
                ((ALU_op[0] == 0) ? and_out : or_out)
                 : add_out;
endmodule
`timescale 1ns / 1ps
module eightbit_ALU(
input [7:0] a,
input [7:0] b,
input carry_in,
input [3:0] ALU_op,
output [7:0] result,
output carry_out
    );
    wire c0,c1,c2,c3,c4,c5,c6;
    ALU_1 bit_zero(a[0], b[0],carry_in,ALU_op,result[0],c0);
    ALU_1 bit_one(a[1], b[1],c0,ALU_op,result[1],c1);
    ALU_1 bit_two(a[2], b[2],c1,ALU_op,result[2],c2);
    ALU_1 bit_three(a[3], b[3],c2,ALU_op,result[3],c3);
    ALU_1 bit_four(a[4], b[4],c3,ALU_op,result[4],c4);
    ALU_1 bit_five(a[5], b[5],c4,ALU_op,result[5],c5);
    ALU_1 bit_six(a[6], b[6],c5,ALU_op,result[6],c6);
    ALU_1 bit_seven(a[7], b[7],c6,ALU_op,result[7],carry_out);
endmodule
==> /design/flow/run.sh <==
#!/bin/bash
# OpenROAD 26Q1-2900-gdf79404cd8, Yosys 0.63+post, stock flow scripts
make -C /OpenROAD-flow-scripts/flow DESIGN_CONFIG=/design/flow/config.mk WORK_HOME=/design/flow/orfs finish
==> /design/flow/config.mk <==
export PLATFORM = sky130hd
export DESIGN_NAME = eightbit_ALU
export DESIGN_NICKNAME = eightbit_ALU
export VERILOG_FILES = /design/flow/design.v
export SDC_FILE = /design/flow/constraint.sdc
export NUM_CORES = 4
export LEC_CHECK = 1
export CORE_AREA = 10 10 70 70
export DIE_AREA = 0 0 80 80
==> /design/flow/constraint.sdc <==
current_design eightbit_ALU

set clk_period 4.5
set clk_io_pct 0.2

create_clock -name clk0 -period $clk_period

set non_clock_inputs [all_inputs -no_clocks]
set_input_delay [expr $clk_period * $clk_io_pct] -clock clk0 $non_clock_inputs
set_output_delay [expr $clk_period * $clk_io_pct] -clock clk0 [all_outputs]
==> run summary <==
Summary of the current implementation state.

- The floorplan report gives the top-level pin count as 30.
- The total buffers and inverters traversed by the critical path is 6, for reference.
- The number of standard cells reported by yosys is around 73, for reference.
- The initial antenna violation count is 0, for reference.
- The final reports fail on setup timing.
- The remaining antenna violation count after routing is 0, for reference.
- The number of maximum-capacitance violations is 0, for reference.
- The count of routing violations after the opening detailed-route iteration is 16, for reference.
- Per the OpenROAD power report, leakage power amounts to 0.377 nW.
- The count of unique library cells instantiated by Yosys is 13, for reference.
- The overall routed net length is roughly 1700 um, for reference.
- The number of global-route vias before repair is slightly below 600.
- The run finished, with violations left.
- Post-synthesis, Yosys gives the total cell area as 578 sq um.
- The count of clock buffers in the final design is 0, for reference.
- The placed wire-length estimate is roughly 1500 um, for reference.
- The pre-CTS setup check shows a worst slack of -1.35 ns.
- The tightest min-delay check is of the input pin to output pin type.
- The critical path's slowest cell is sky130_fd_sc_hd__fa_1, for reference.
- The area fraction of the largest cell type after synthesis is 0.277.
- The critical path maximum fanout is 2.
- Dividing the detail-routed wire length by the instance count gives ~12 um.
- The required time of the critical path is 3.60 ns, for reference.
- Routability-driven placement finished with a final weighted congestion of 0.728.
- The area added between synthesis and finish is 61.3%, for reference.
- The number of remaining DRC errors is 0, for reference.
- The cell type contributing the most total cell area after synthesis is sky130_fd_sc_hd__fa_1, for reference.
- Recorded from the global router log, the overflow total was 0.
- Summed over all nets, the switching power comes to approximately 0.057 mW.
- Per Yosys stat, the portion of area used by sequential elements is 0.
- Before any placement, the netlist area is recorded as 578 sq um.
- The share of total power dissipated in sequential elements is 0.
- The core footprint is between 3000 and 4000 sq um, for reference.
- The cell that appears most often on the critical path is sky130_fd_sc_hd__fa_2.
- After layout, the minimum clock period comes to 5.06 ns.
- Walking the critical path from launch to capture passes 17 cell instances.
- The die extent in x is 80 um, for reference.
- Endpoints failing hold in the final report were tallied at 0.
- The via count of the routed design is ~530, for reference.
- The type of element launching the critical path is an input pin, for reference.
- Total global-route track usage over all layers is 0.0529.
- The synthesized area per cell is between 7 and 8 sq um, for reference.
- Among all stages on the critical path, the maximum delay recorded is roughly 0.39 ns.
- Of the total power, the share spent switching nets is 0.413.
- In the post-synthesis netlist, the biggest area contributors are sky130_fd_sc_hd__fa_1 (28%), sky130_fd_sc_hd__xor2_1 (17%), sky130_fd_sc_hd__buf_4 (10%).
- The setup path with the least slack is of type input pin to output pin.
- The cell area power density is 148 nW/um^2, for reference.
- The combinational cell fraction of total power is 1.000, for reference.
- In this run the vertical extent of the chip is ~80 um.
- Setup repair after global routing could not meet its margin everywhere.
- The combinational gate area is about 500 sq um, for reference.
- The power report attributes to the clock group a share of 0.
- The first global-routing pass estimated about 2700 um of wire.
- The number of endpoints failing setup at the final stage is 3, for reference.
- The share of the cycle needed by the critical path after routing is 1.12, for reference.
- Warnings raised by the tools during the run amount to 35.
- The flow reports an fmax of 198 MHz.
- The final sequential cell count is 0, for reference.
- For reference, the placement row count at floorplan is 21.
- The synthesized instance count is roughly 73, for reference.
- The port buffer count is 30, for reference.
- The kind of cell with the highest combined delay along the critical path is adder cells.
- Once routing completed, OpenROAD measured the worst setup slack at -0.559 ns.
- The total iterations of the first detailed-routing run is 3, for reference.
- Antenna repair during routing inserted a diode count of 0.
- Across all hold checks on the routed design, the worst slack comes to 2.49 ns.
- On the critical path the data arrives at roughly 4.2 ns.
- The total area of sequential cells is 0 sq um, for reference.
- The initial cell density of the core is 0.169, for reference.
- The layout cell share with drive strength beyond 1 is 0.289, for reference.
- The final max-slew violation count recorded for this run is 0.
- The worst hold path depth is 6, for reference.
- The headroom to the max-slew limit is 0.674, for reference.
- The pin slew with the least headroom to its limit is 0.487 ns, for reference.
- Internal power comes to just over 0.08 mW.
- For this run, the number of Yosys warnings is 0.
- The largest net degree at the start of global routing is 17, for reference.
- STA classifies the critical path endpoint as an output pin.
- For this run, the detailed router reports a per-instance via density of between 3 and 4.
- The total negative setup slack is -1.37 ns, for reference.
- The layout has about 370 filler cells.
- In this run the critical path is formed by buf_8 -> xor2_4 -> inv_2 -> fa_2 -> fa_2 -> fa_2 -> fa_2 -> inv_2 -> fa_2 -> fa_2 -> inv_2 -> fa_2 -> inv_2 -> fa_1 -> nand2_1 -> o21ai_1 -> buf_2.
- The full die area is roughly 6400 sq um, for reference.
- The largest voltage drop on the vdd net is between 0.00005 and 0.00006 V, for reference.
-- metrics by stage --
step                cell area (sq um)  cells   util  total power, mW
global route                      932    143  0.273            0.159
floorplan                         612     73      -           0.0916
finish                            932    143  0.273            0.138
CTS                               897    141  0.263            0.138
global placement                  901    141  0.264            0.140
detailed placement                901    141  0.264            0.144
-- cell usage after synthesis, drive strengths merged --
cell    instances
a21boi          5
a21oi           3
buf            10
clkbuf          2
fa              8
inv            10
nand2           3
o21ai          11
o22ai           5
xnor2           5
xor2           11
-- final timing paths --
| check | startpoint | end | slack [ns] |
|---|---|---|---|
| worst max-delay path | a[0] | result[7] | -0.56 |
| worst min-delay path | ALU_op[3] | result[5] | 2.49 |
-- repair_timing --
item	4_1_cts	5_1_grt
resized	31	9
endpoints found under the hold margin	0	0
setup endpoints to repair	6	6
pin swaps	10	10
buffers inserted	0	2
hold buffers	0	0
-- power groups by stage --
stage / Clock, mW / Combinational [mW] / Sequential (mW)
after global routing: 0 / 0.159 / 0
final: 0 / 0.138 / 0
after CTS: 0 / 0.138 / 0
-- cells in the final DEF, fill, tap and decap left out --
master,Yosys,routed
sky130_fd_sc_hd__a21boi_0,5,5
sky130_fd_sc_hd__a21oi_1,3,3
sky130_fd_sc_hd__buf_2,0,4
sky130_fd_sc_hd__buf_4,8,5
sky130_fd_sc_hd__buf_6,2,1
sky130_fd_sc_hd__buf_8,0,2
sky130_fd_sc_hd__clkbuf_2,0,1
sky130_fd_sc_hd__clkdlybuf4s15_1,0,1
sky130_fd_sc_hd__clkdlybuf4s50_1,0,20
sky130_fd_sc_hd__dlygate4sd2_1,0,1
sky130_fd_sc_hd__dlymetal6s2s_1,0,1
sky130_fd_sc_hd__fa_1,8,1
sky130_fd_sc_hd__fa_2,0,7
sky130_fd_sc_hd__inv_1,10,5
sky130_fd_sc_hd__inv_2,0,5
sky130_fd_sc_hd__nand2_1,3,3
sky130_fd_sc_hd__o21ai_0,8,8
sky130_fd_sc_hd__o21ai_1,3,3
sky130_fd_sc_hd__o22ai_1,5,5
sky130_fd_sc_hd__xnor2_1,5,4
sky130_fd_sc_hd__xnor2_2,0,1
sky130_fd_sc_hd__xor2_1,11,9
sky130_fd_sc_hd__xor2_2,0,1
sky130_fd_sc_hd__xor2_4,0,1
-- per-layer routing --
layer  GRT usage  part of all wire
met3      0.0114             0.049
met2      0.0843              0.46
met5           0                 0
met1      0.0759              0.49
met4           0                 0
-- logic make-up (layout without fill, tap and decap cells) --
group / after synthesis / count (layout) / share of synthesized area
adders and majority gates: 8 / 8 / 0.277
buffers and inverters: 22 / 46 / 0.221
AOI/OAI and AO/OA: 24 / 24 / 0.240
xor gates and xnor gates: 16 / 16 / 0.242
and+or+nand+nor: 3 / 3 / 0.0195
-- cell type report --
type,count,area share
tap,46,0.0617
multi-input combinational,51,0.538
inverter,10,0.0403
timing repair buffer,36,0.360
Power figures rest on the tool's default switching activity, not on a simulated workload.
